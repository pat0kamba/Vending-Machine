$ cat design.v
module debouncer(
	input logic A_noisy,
	input logic CLK50M, 
	output logic A
);
	logic [15:0] COUNT;
	parameter [15:0] COMPARE = 50_000;  
	logic t_d, t_r, Anext;
	always_ff@(posedge CLK50M)
	begin
		if(t_r)
			COUNT <= 16'd0;
		else
			COUNT <= COUNT + 16'd1;
	end
	assign t_d = (COUNT >= COMPARE);
	assign Anext = (A_noisy & t_d) | (A & ~t_d);
	always_ff@(posedge CLK50M)
		A <= Anext;
	assign t_r = t_d | (~A & ~A_noisy) | (A & A_noisy);
endmodule
$ cat run.sh
#!/bin/bash
# OpenROAD 26Q1-2900-gdf79404cd8, Yosys 0.63+post, stock flow scripts
make -C /OpenROAD-flow-scripts/flow DESIGN_CONFIG=/design/flow/config.mk WORK_HOME=/design/flow/orfs finish
$ cat config.mk
export PLATFORM = sky130hd
export DESIGN_NAME = debouncer
export DESIGN_NICKNAME = debouncer
export VERILOG_FILES = /design/flow/design.v
export SDC_FILE = /design/flow/constraint.sdc
export NUM_CORES = 4
export LEC_CHECK = 1
export CORE_AREA = 10 10 79 79
export DIE_AREA = 0 0 89 89
$ cat constraint.sdc
current_design debouncer

set clk_period 3.5
set clk_io_pct 0.2

create_clock -name clk0 -period $clk_period [get_ports {CLK50M}]

set non_clock_inputs [all_inputs -no_clocks]
set_input_delay [expr $clk_period * $clk_io_pct] -clock clk0 $non_clock_inputs
set_output_delay [expr $clk_period * $clk_io_pct] -clock clk0 [all_outputs]
==> ci_impl_report.md <==
## Implementation flow summary

| Metric | Value |
|---|---|
| Post-detail-place hpwl | 920 um |
| Overall Power | 354 uW |
| Number of buffers added by the clock tree synthesis step | 3 |
| Post-synthesis area per instance | 8.95 um^2 |
| Global placement routability congestion | 0.776 |
| OpenROAD warning count | 27 |
| Largest net degree at the start of global routing | 16 |
| Total count of hold-check failures in the final report | 0 |
| Floorplan core density | 0.173 |
| Routed Antenna Nets | 0 |
| Average wire per cell in the routed design | 8.55 um |
| Fin Clk Skew | 0.00390 ns |
| Met1 wire length | 668 um |
| Routed length on met2 | 528 um |
| Number of vias per cell after detailed routing | 3.99 |
| Worst min path class | register to register |
| Leading cell types in the layout, fill and taps excluded | nor2_1, dfxtp_1, xnor2_1, nand4_1, xor2_1 |
| Overall chip area | 0.00792 mm^2 |
| Global-route wire length before repair | 2360 um |
| Final setup TNS | 0 ns |
| CP arrival | 2.01 ns |
| Biggest register | COUNT |
| Register share after synthesis | 0.435 |
| Total routing resource utilization after global routing | 0.0342 |
| Number of buffers inserted by port buffering | 2 |
| Max Transition Viols Final | 0 |
| Result of the run | finished, final reports clean |
| Highest routed metal layer | met4 |
| Worst voltage drop across the vdd grid | 0.0000900 V |
| CTS tree | yes |
| Kind of critical path | input port to register |
| Unrepaired setup endpoints after global routing | no |
| Tally of yosys warning messages | 1 |
| Critical path endpoint category | register |
| Overall die width | 89 um |
| H-Tree Depth | 1 |
| Min Clock Period, post-route | 1.84 ns |
| Part of the cycle the worst path needs | 0.526 |
| Count of antenna diodes in the layout | 0 |
| Placed Area | 870 um^2 |
| Largest driver fanout on the critical path | 15 |
| Synthesized netlist cell count | 90 |
| Vias in the first global route | 568 |
| CTS Root Cell | clkbuf_8 |
| Fmax achieved | 0.543 GHz |
| Number of core rows | 25 |
| Post-CTS Repair Setup Buffers | 0 |
| Deepest clock path buffer count | 2 |
| DRC violation count after routing | 0 |
| Ports placed on the boundary | 3 |
| TritonRoute pass-1 iters | 4 |
| Final core utilization | 0.196 |
| Registers with the highest flip-flop counts | COUNT (16) |
| Worst-skew pair later-pin latency | 0.24 ns |
| Worst max-slew margin expressed relative to the limit | 0.676 |
| Most common logic cell in the routed design | nor2_1 |
| Slew at the pin closest to its max-slew limit | 0.486 ns |
| Element type at the critical path start | input port |
| Initial detailed-routing violation count | 34 |
| Number of cells in the yosys synthesis report | 90 |
| Proportion of layout cells with a drive suffix above 1 | 0.0753 |
| Distinct lib cells used | 27 |
| Final Setup Violations | 0 |
| Core Region | 0.00466 mm^2 |
| Wire length reported by the detailed router | 1260 um |
| Metal3 WL | 27 um |
| Quantity of gates resized following cts | 0 |
| Flip-flop count of the largest register, all copies and words added | 16 |
| Area growth from synthesis to layout | 13.5% |
| Chip Height | 89 um |
| Total congestion overflow | 0 |
| Total of flip-flops plus latches after synthesis | 17 |
| Area reported by Yosys stat | 806 um^2 |
| Finished layout cell area | 915 um^2 |
| Reg clk slew, reported paths | 0.06 ns |
| Power density over the cells | 387 mW/mm^2 |
| Sinks on Clock Net | 17 |
| Number of max-capacitance violations reported | 0 |
| Post-Synthesis Cell Area | 806 um^2 |
| Data required time at the worst endpoint | 3.67 ns |
| Cts-stage hold buffer count | 0 |
| Leakage component of the power | 0.285 nW |
| Vias after detailed routing | 586 |
| Number of antenna violations at the first check in global routing | 0 |
==> cells by family (layout without fill, tap and decap cells) <==
| kind of cell | count (synthesis) | after routing | share of synthesized area |
|---|---|---|---|
| XOR/XNOR | 13 | 13 | 0.141 |
| flip-flops | 17 | 17 | 0.435 |
| AND/OR/NAND/NOR | 43 | 43 | 0.280 |
| AND-OR/OR-AND | 8 | 8 | 0.0652 |
| adder cells (fa/ha/maj) | 2 | 2 | 0.0311 |
| buffers and inverters | 7 | 10 | 0.0481 |
==> Yosys cell counts (all sizes together) <==
library cell,n,area (um^2)
a21oi,2,10.0
a41oi,1,8.76
and2,2,13.8
and3,1,6.26
and4,1,11.3
buf,3,23.8
dfxtp,16,320
edfxtp,1,30.0
ha,2,25.0
inv,4,15.0
nand2,4,15.0
nand3,4,20.0
nand4,7,50.1
nor2,17,63.8
nor3,4,20.0
nor4,2,18.8
o2111ai,1,8.76
o21a,2,15.0
o21ai,2,10.0
or3,1,6.26
xnor2,8,70.1
xor2,5,43.8
==> power breakdown <==
| group | internal (mW) | total [mW] | switching (mW) |
|---|---|---|---|
| Clock | 0.0805 | 0.140 | 0.0595 |
| Sequential | 0.198 | 0.202 | 0.00354 |
| Combinational | 0.00504 | 0.0120 | 0.00695 |
| Total | 0.284 | 0.354 | 0.0700 |
==> stage by stage <==
step | setup slack [ns] | hold WS (ns) | std cells
after detailed placement | 1.39 | 0.466 | 143
final | 1.66 | 0.473 | 147
after global placement | 1.43 | 0.469 | 143
after floorplan | 2.07 | 0.437 | 90
after CTS | 1.64 | 0.480 | 147
after global routing | 1.52 | 0.527 | 147
==> area by class of cell <==
class                   instances  area, um^2
repair buffers                  2        20.0
multi-input cells              66         417
well taps                      54        67.6
flip-flops and latches         17         350
clock buffers                   4        45.0
fillers                       509        3750
inverters                       4        15.0
==> per-layer routing <==
layer  global-route usage  vias to the layer above
met5                    0                        -
met4               0.0101                        0
met3             0.000918                        2
met2               0.0539                        4
met1               0.0499                      265
li1                     -                      315
==> worst paths after layout <==
path | start | cells after the start | slack [ns] | end
worst max-delay path | A_noisy | 5 | 1.66 | COUNT[13]
worst min-delay path | COUNT[0] | 1 | 0.47 | COUNT[0]
worst max register to register | COUNT[11] | 4 | 1.97 | COUNT[13]
worst min register to register | COUNT[0] | 1 | 0.47 | COUNT[0]
==> worst max-delay path, stage by stage <==
cell and delay [ns]:
clkdlybuf4s50_1 0.49, xor2_1 0.16, o21a_1 0.15, nand2_1 0.30, a21oi_1 0.21
Power figures rest on the tool's default switching activity, not on a simulated workload.
